`design/flow/design.v`:
```
package Pipe_Buf_Reg_PKG;
  typedef struct packed {
    logic [8:0]  Curr_Pc;
    logic [31:0] Curr_Instr;
  } if_id_reg;
  typedef struct packed {
    logic        ALUSrc;
    logic        MemtoReg;
    logic        RegWrite;
    logic        MemRead;
    logic        MemWrite;
    logic [1:0]  ALUOp;
    logic        Branch;
    logic        jals;
    logic        jalRs;
    logic [8:0]  Curr_Pc;
    logic [31:0] RD_One;
    logic [31:0] RD_Two;
    logic [4:0]  RS_One;
    logic [4:0]  RS_Two;
    logic [4:0]  rd;
    logic [31:0] ImmG;
    logic [2:0]  func3;
    logic [6:0]  func7;
    logic [31:0] Curr_Instr;
  } id_ex_reg;
  typedef struct packed {
    logic        RegWrite;
    logic        MemtoReg;
    logic        MemRead;
    logic        MemWrite;
    logic [31:0] Pc_Imm;
    logic [31:0] Pc_Four;
    logic [31:0] Imm_Out;
    logic [31:0] Alu_Result;
    logic [31:0] RD_Two;
    logic [4:0]  rd;
    logic [2:0]  func3;
    logic [6:0]  func7;
    logic [31:0] Curr_Instr;
    logic JalSel;
  } ex_mem_reg;
  typedef struct packed {
    logic        RegWrite;
    logic        MemtoReg;
    logic [31:0] Pc_Imm;
    logic [31:0] Pc_Four;
    logic [31:0] Imm_Out;
    logic [31:0] Alu_Result;
    logic [31:0] MemReadData;
    logic [4:0]  rd;
    logic [31:0] Curr_Instr;
    logic JalSel;
  } mem_wb_reg;
endpackage
`timescale 1ns / 1ps
module RegFile #(
    parameter DATA_WIDTH = 32,   
    parameter ADDRESS_WIDTH = 5,   
    parameter NUM_REGS = 32
) (
    input clk,   
    input rst,   
    input rg_wrt_en,   
    input  [ADDRESS_WIDTH-1:0] rg_wrt_dest,  
    input [ADDRESS_WIDTH-1:0] rg_rd_addr1,   
    input [ADDRESS_WIDTH-1:0] rg_rd_addr2,   
    input  [DATA_WIDTH-1:0] rg_wrt_data,  
    output logic [DATA_WIDTH-1:0] rg_rd_data1,   
    output logic [DATA_WIDTH-1:0] rg_rd_data2    
);
  integer i;
  logic [DATA_WIDTH-1:0] register_file[NUM_REGS-1:0];
  always @(negedge clk) begin
    if (rst == 1'b1) for (i = 0; i < NUM_REGS; i = i + 1) register_file[i] <= 0;
    else if (rst == 1'b0 && rg_wrt_en == 1'b1) begin
      register_file[rg_wrt_dest] <= rg_wrt_data;
    end
  end
  assign rg_rd_data1 = register_file[rg_rd_addr1];
  assign rg_rd_data2 = register_file[rg_rd_addr2];
endmodule
```
`design/flow/run.sh`:
```
#!/bin/bash
# OpenROAD 26Q1-2900-gdf79404cd8, Yosys 0.63+post, stock flow scripts
make -C /OpenROAD-flow-scripts/flow DESIGN_CONFIG=/design/flow/config.mk WORK_HOME=/design/flow/orfs finish
```
`design/flow/config.mk`:
```
export PLATFORM = sky130hd
export DESIGN_NAME = RegFile
export DESIGN_NICKNAME = RegFile
export VERILOG_FILES = /design/flow/design.v
export SDC_FILE = /design/flow/constraint.sdc
export NUM_CORES = 4
export LEC_CHECK = 1
export CORE_UTILIZATION = 30
```
`design/flow/constraint.sdc`:
```
current_design RegFile

set clk_period 9.3
set clk_io_pct 0.2

create_clock -name clk0 -period $clk_period [get_ports {clk}]

set non_clock_inputs [all_inputs -no_clocks]
set_input_delay [expr $clk_period * $clk_io_pct] -clock clk0 $non_clock_inputs
set_output_delay [expr $clk_period * $clk_io_pct] -clock clk0 [all_outputs]
```
==> impl_metrics.yaml <==
# synthesis and place-and-route metrics
final_timing:
  hold_slack_ps: 4890
  slew_headroom_pct: 46.1
  rsz0062_at_grt: "no"
  slew_violations: 0
  finalSetupTns_ps: 0
  hold_violations: 0
  setup-violations-final: 0
  worst_pin_slew_ps: 808
power_and_ir_drop:
  clkPwrFrac_pct: 48.9
  ir_drop_mv: 0.161
  total_power_w: 0.0135
  swShare_pct: 30.4
  power_density_nw_per_um2: 197
  p_seq_share_pct: 40.8
  p_comb_share_pct: 10.3
  power.leakage_nw: 30.1
  p_sw_w: 0.00409
  p_int_w: 0.00937
hold_path:
  min_from: "rg_rd_addr1[1]"
  holdPathEnd: "rg_rd_data1[19]"
  worstHoldPathType: "in2out"
  hold_depth: 6
clock_network:
  clockRootBuffer: "clkbuf_16"
  post_cts_buffers: 0
  cts_tree: "done"
  path_clk_slew_ps: 30
  htree_levels: 3
  cts_made_buffers: 112
  cts_buffer_depth: 3
  cts_resized: 8
  postCtsHoldBufs: 0
  cts_sinks: 1024
placement:
  placedCellCount: 6979
  place_congestion: 0.884
  hpwlAfterDp_um: 115000
  port_buffers: 113
worst_setup_path:
  crit_family: "AND-OR/OR-AND gates"
  slowest_delay_ps: 530
  cp_max_fo: 2
  worst_setup_path_start_kind: "register"
  arrival_ps: 7400
  slowest_stage: "a31oi_1"
  critPathKind: "reg2out"
  crit_required_ps: 7440
  cp-end-kind: "output port"
  crit_chain: "mux2i_1, a22o_1, nor3_1, a31oi_1, nand3_1, clkdlybuf4s50_1"
  cp_num_buf_inv: 1
floorplanning:
  rows: 158
  dieArea_um2: 189000
  chipWidth_um: 435
  fp_util_pct: 30.2
  dieHeight_um: 435
  core_um2: 186000
  pin_count: 114
drt:
  num_vias: 42100
  drtIter0Drc: 2997
  ant_nets: 0
  viasPerCell: 5.12
  drt-total-wl_um: 201000
  dr.pass1.iters: 6
  wire_per_inst_um: 24.4
  drc_errors: 0
layout:
  largestRegisters: "register_file (1024)"
  fillerInstances: 17500
  area_delta_synth_final_pct: 21.5
  drive_gt1_share_pct: 8.43
  largest_register_ffs: 1024
  top_register: "register_file"
  register_area_um2: 30700
  comb_area_um2: 23500
  final_cells: 8219
outcome:
  status: "completed"
synth:
  async_reset_ff_share_pct: 0
  synth_warnings: 1
  synth.yosys.seq_area_share_pct: 54.7
  synth_area_um2: 56200
  yosysUniqueCellTypes: 31
  ys.flops: 1024
  syn_area_per_cell_um2: 12.1
  ys_chip_area_um2: 56200
  syn_inst: 4641
  synth_top_flop_cell: "edfxtp_1"
  ys_cells: 4641
  edf_count: 1024
global_route:
  track_usage_pct: 21.9
  grt_first_pass_wirelength_um: 288000
  grt_start_max_net_pins: 83
  antenna_found_initial: 13
  overflow: 0
  grt_pass1_vias: 44800
job:
  maxCapViolCount: 0
  tool_warnings: 1027
-- worst max path at each step --
stage | startpoint | end | slack, ps | cells after the start
CTS | register_file[7][19] | rg_rd_data1[19] | 4 | 6
global route | register_file[0][5] | rg_rd_data2[5] | 3 | 6
finish | register_file[7][19] | rg_rd_data1[19] | 40 | 6
-- final cells by class --
cell class / count / share of cell area (%)
flip-flops and latches: 1024 / 45.0
multi-input cells: 3168 / 34.3
clock inverters: 1119 / 7.35
repair buffers: 306 / 4.54
well taps: 2480 / 4.54
clock buffers: 114 / 4.18
diodes: 8 / 0.0293
-- cell usage after synthesis, types with 18 or more instances --
cell type / n / share of area, %
a21oi_1: 192 / 1.7
buf_4: 83 / 1.1
edfxtp_1: 1024 / 55
mux2i_1: 1024 / 18
a31oi_1: 64 / 0.71
nor3_1: 64 / 0.57
buf_1: 25 / 0.17
and2_1: 1026 / 11
nand3_1: 193 / 1.7
a22o_1: 128 / 2.0
clkbuf_1: 247 / 1.6
buf_2: 53 / 0.47
or2_2: 34 / 0.38
buf_6: 18 / 0.36
a22oi_1: 192 / 2.6
nand2_1: 196 / 1.3
clkbuf_2: 21 / 0.19
-- through the flow --
stage          setup WS, ps  util (%)  instance area [µm²]
6_report               37.5      36.8                68300
5_1_grt                2.51      36.7                68300
4_1_cts                3.88      36.7                68300
3_5_place_dp            342      32.5                60400
3_3_place_gp            334      32.5                60400
2_1_floorplan          1120         -                56200
-- power groups by stage --
stage | Combinational [W] | Clock (W) | Sequential (W)
after global routing | 0.00145 | 0.00727 | 0.00552
final | 0.00138 | 0.00658 | 0.00549
after CTS | 0.00137 | 0.00677 | 0.00549
-- layer usage --
| layer | up-vias | global-route usage (%) | routed length (µm) |
|---|---|---|---|
| met4 | 16 | 10.7 | 8470 |
| met3 | 469 | 13.6 | 27100 |
| li1 | 19000 | - | - |
| met1 | 20200 | 24.7 | 71800 |
| met5 | - | 1.41 | 316 |
| met2 | 2416 | 32.5 | 93000 |
-- cells by family after synthesis --
| logic type | Yosys count | synth area share, % |
|---|---|---|
| buf+inv | 449 | 3.97 |
| flops | 1024 | 54.7 |
| compound gates | 576 | 6.98 |
| mux | 1024 | 18.2 |
| simple gates | 1568 | 16.1 |
-- layout by cell type, fill, tap and decap left out, types with 11 or more instances in the layout --
cell type           n
nor3_1             64
buf_4             152
a22oi_1           192
a21oi_1           192
or2_2              34
bufinv_16          24
nor2_4             25
edfxtp_1         1024
nand3_1           193
and2_1           1024
clkinvlp_2         30
clkinv_4           11
mux2i_1          1024
nand2_1           194
clkdlybuf4s50_1   111
a31oi_1            54
buf_12             41
inv_1            1040
clkbuf_16         114
a22o_1            128
Power and IR drop assume default switching activity.
