==> /design/flow/design.v <==
package Pipe_Buf_Reg_PKG;
  typedef struct packed {
    logic [8:0]  Curr_Pc;
    logic [31:0] Curr_Instr;
  } if_id_reg;
  typedef struct packed {
    logic        ALUSrc;
    logic        MemtoReg;
    logic        RegWrite;
    logic        MemRead;
    logic        MemWrite;
    logic [1:0]  ALUOp;
    logic        Branch;
    logic        jals;
    logic        jalRs;
    logic [8:0]  Curr_Pc;
    logic [31:0] RD_One;
    logic [31:0] RD_Two;
    logic [4:0]  RS_One;
    logic [4:0]  RS_Two;
    logic [4:0]  rd;
    logic [31:0] ImmG;
    logic [2:0]  func3;
    logic [6:0]  func7;
    logic [31:0] Curr_Instr;
  } id_ex_reg;
  typedef struct packed {
    logic        RegWrite;
    logic        MemtoReg;
    logic        MemRead;
    logic        MemWrite;
    logic [31:0] Pc_Imm;
    logic [31:0] Pc_Four;
    logic [31:0] Imm_Out;
    logic [31:0] Alu_Result;
    logic [31:0] RD_Two;
    logic [4:0]  rd;
    logic [2:0]  func3;
    logic [6:0]  func7;
    logic [31:0] Curr_Instr;
    logic JalSel;
  } ex_mem_reg;
  typedef struct packed {
    logic        RegWrite;
    logic        MemtoReg;
    logic [31:0] Pc_Imm;
    logic [31:0] Pc_Four;
    logic [31:0] Imm_Out;
    logic [31:0] Alu_Result;
    logic [31:0] MemReadData;
    logic [4:0]  rd;
    logic [31:0] Curr_Instr;
    logic JalSel;
  } mem_wb_reg;
endpackage
`timescale 1ns / 1ps
module alu#(
        parameter DATA_WIDTH = 32,
        parameter OPCODE_LENGTH = 4
        )
        (
        input logic [DATA_WIDTH-1:0]    SrcA,
        input logic [DATA_WIDTH-1:0]    SrcB,
        input logic [OPCODE_LENGTH-1:0]    Operation,
        output logic[DATA_WIDTH-1:0] ALUResult
        );
        always_comb
        begin
            case(Operation)
            4'b0000:         
                    ALUResult = SrcA & SrcB;
	    4'b0001:         
		    ALUResult = SrcA | SrcB;
            4'b0010:	     
	            ALUResult = SrcB;	
	    4'b0011:	     
	            ALUResult = SrcA ^ SrcB;
            4'b0100:	     
		    ALUResult = SrcA << SrcB; 
            4'b0101:         
                    ALUResult = SrcA >> SrcB;
	    4'b0110:         
                    ALUResult = (SrcA < SrcB) ? 1 : 0;
	    4'b0111:         
		    ALUResult = (SrcA >= SrcB) ? 1 : 0;        
            4'b1000:         
                    ALUResult = (SrcA == SrcB) ? 1 : 0;
            4'b1001:         
                    ALUResult = (SrcA != SrcB) ? 1 : 0;  
            4'b1010:         
                    ALUResult = SrcA - SrcB;  
            4'b1011:         
                    ALUResult = SrcA + SrcB; 
            4'b1100:         
		    ALUResult = ($signed(SrcA) < $signed(SrcB)) ? 1 : 0;
            4'b1101:         
                    ALUResult = $signed(SrcA) >>> SrcB[4:0]; 
            4'b1110:         
                    ALUResult = 1;  
            default:
                    ALUResult = 0;
            endcase
        end
endmodule
==> /design/flow/run.sh <==
#!/bin/bash
# OpenROAD 26Q1-2900-gdf79404cd8, Yosys 0.63+post, stock flow scripts
make -C /OpenROAD-flow-scripts/flow DESIGN_CONFIG=/design/flow/config.mk WORK_HOME=/design/flow/orfs finish
==> /design/flow/config.mk <==
export PLATFORM = sky130hd
export DESIGN_NAME = alu
export DESIGN_NICKNAME = alu
export VERILOG_FILES = /design/flow/design.v
export SDC_FILE = /design/flow/constraint.sdc
export NUM_CORES = 4
export LEC_CHECK = 1
export CORE_UTILIZATION = 30
==> /design/flow/constraint.sdc <==
current_design alu

set clk_period 22.2
set clk_io_pct 0.2

create_clock -name clk0 -period $clk_period

set non_clock_inputs [all_inputs -no_clocks]
set_input_delay [expr $clk_period * $clk_io_pct] -clock clk0 $non_clock_inputs
set_output_delay [expr $clk_period * $clk_io_pct] -clock clk0 [all_outputs]
==> impl_report.txt <==
IMPLEMENTATION SUMMARY REPORT
----------------------------------------------------
[Status]
  Run status ........................ completed

[Timing]
  RSZ-0062 raised after global routing ........................ no
  Setup TNS ........................ 0 ns
  Hold violation total from the final report ........................ 0
  Post-route minimum period ........................ ~14 ns
  Max transition margin ........................ between 30 and 40%
  Achievable Freq ........................ around 73 MHz
  Transition time at the pin with the least slew margin ........................ 1.04 ns
  Post-route clock period utilization ........................ just over 60%
  Number of endpoints failing setup at the final stage ........................ 0
  Count of final max-slew check failures ........................ 0

[Global route]
  GRT Residual Overflow ........................ 0
  First-pass GRT wire length ........................ between 70,000 and 80,000 µm
  Maximum number of pins on one net before global-route repair ........................ around 76
  Vias in the first global route ........................ between 10,000 and 15,000
  Antenna violations before repair ........................ 0
  Global routing usage summed across all routing layers ........................ between 30% and 40%

[Logic synthesis]
  Fraction of the yosys area taken by sequential cells ........................ 0%
  Gate Count Post-Synth ........................ 1,373
  Synthesized cell area ........................ between 9000 and 10,000 µm²
  Max-area cell share ........................ between 10% and 20%
  Biggest area cells ........................ ha_1 13%, mux4_2 8.2%, a21oi_1 7.4%
  Area figure in the yosys stat output ........................ between 9000 and 10,000 µm²
  Number of synthesis warnings ........................ 1
  Ys cells ........................ ~1,400
  Average footprint of a synthesized cell ........................ 6.78 µm²
  Cell Type Count ........................ 85
  Largest area contributor in the netlist ........................ ha_1

[Place]
  Post-detailed-placement cell area ........................ 10,600 µm²
  IO buf count ........................ about 100
  Placed cell count ........................ approximately 1,800
  Final HPWL from detailed placement ........................ 38,800 µm
  Gpl congestion ........................ roughly 1.1

[Detailed routing]
  Pre-antenna DRT Iters ........................ 5
  Number of antenna repair diodes ........................ 0
  DR DRC count ........................ 0
  Vias after detailed routing ........................ roughly 12,000
  Overall routed net length ........................ around 50,000 µm
  Wire length per cell after detailed routing ........................ 27.6 µm
  Vias per cell ........................ ~6.5
  Remaining antenna violation count ........................ 0
  Number of violations reported at the end of detailed-routing iteration 0 ........................ roughly 1,200

[Layout]
  Clock buffer count in the final layout ........................ 0
  Seq_cells ........................ 0
  Signed area change from the synthesized netlist to the final layout ........................ 13.4%
  Footprint of the flip-flops and latches ........................ 0 µm²
  Area of all placed cells without fillers ........................ between 10,000 and 15,000 µm²
  Final instance count without filler cells ........................ approximately 1,800
  Fraction of layout cells with a size suffix above 1 ........................ about 8.1%

[Die]
  Core region area ........................ ~30,000 µm²
  Rows ........................ 64
  Ports ........................ 100
  Die width ........................ about 180 µm
  Floorplan die height ........................ around 180 µm
  FP Core Util ........................ between 30 and 40%
  Chip Area ........................ roughly 32,000 µm²

[Hold path]
  Path class of the lowest-slack min-delay path ........................ input port to output port

[Clock tree]
  Post-CTS Setup Repair Bufs ........................ 0
  # resized after CTS ........................ 0
  Hold buffers post-CTS ........................ 0

[Setup path]
  CP Class ........................ input port to output port
  Kind of end point of the critical path ........................ output port
  Required time at the worst-slack endpoint ........................ 17.76 ns
  Largest driver fanout on the critical path ........................ about 75
  Data arrival, critical path ........................ 9.27 ns
  Category of the worst setup path launch point ........................ input port

[Run]
  MaxCap Viol Count ........................ 0
  Number of OpenROAD warnings ........................ 96

[Power]
  Power per Cell Area ........................ between 20 and 25 nW/µm²
  Worst voltage drop across the vdd grid ........................ ~0.011 mV
  Leakage power ........................ 4.18 nW
  Post-route total power ........................ about 0.00026 W

----------------------------------------------------
==> cell families (layout without fill, tap and decap cells) <==
| kind of cell | Yosys count | after routing | synth area share, % |
|---|---|---|---|
| compound gates | 526 | 526 | 38.4 |
| simple gates | 430 | 430 | 21.3 |
| buf+inv | 212 | 229 | 9.19 |
| fa+ha+maj | 98 | 98 | 13.3 |
| mux | 98 | 98 | 16.9 |
| xor+xnor | 9 | 9 | 0.847 |
==> cells in the mapped netlist, types with 7 or more instances <==
library cell,instances
nor2_1,173
a21oi_1,138
o21ai_0,99
ha_1,96
inv_1,96
nand2_1,95
clkbuf_1,77
mux2i_1,40
nor3_1,40
mux4_2,34
a22oi_1,29
a221oi_1,26
a31oi_1,22
nor4_1,20
o211ai_1,20
a211oi_1,19
buf_2,18
nand3_1,17
o22ai_1,16
a21o_1,14
a221o_1,14
mux2_2,14
buf_1,13
nand2b_1,13
or3_1,13
nor2b_1,12
o31ai_1,12
a211o_1,11
nand4_1,11
o21bai_1,10
o221ai_1,10
and3_1,9
mux4_1,9
o21a_1,7
o221a_2,7
==> cells in the final DEF, fill, tap and decap left out, types with 20 or more instances in the layout <==
master	netlist	routed
a21oi_1	138	138
nor3_1	40	40
o21ai_0	99	99
inv_1	96	96
a22oi_1	29	29
nand2_1	95	95
o211ai_1	20	20
mux4_2	34	34
mux2i_1	40	40
a31oi_1	22	22
nor2_1	173	173
clkdlybuf4s50_1	0	95
ha_1	96	96
a221oi_1	26	26
buf_4	4	33
==> metal layers <==
layer	track usage, %	vias up	share of wire [%]
met3	5.98	69	10
met5	0	-	0
met1	48.3	5633	45
met2	45.3	663	42
li1	-	5267	-
met4	6.62	0	2.5
==> metrics by stage <==
stage / utilization (%) / worst slack (ns) / hold WS [ns]
final: 34.5 / 8.49 / 9.89
after global routing: 34.5 / 8.21 / 9.99
after CTS: 34.5 / 8.63 / 9.91
after detailed placement: 34.5 / 8.64 / 9.91
after global placement: 34.5 / 8.70 / 9.90
after floorplan: - / 9.83 / 8.98
==> final cells by class <==
class | instances | area [µm²]
Timing Repair Buffer | 132 | 1220
Multi-Input combinational cell | 1161 | 8480
Tap cell | 396 | 495
Fill cell | 3355 | 20000
Inverter | 97 | 364
==> final timing paths <==
check / cells after the start / to / startpoint / slack [ns]
worst min-delay path: 4 / ALUResult[1] / SrcB[1] / 9.89
worst max-delay path: 15 / ALUResult[27] / SrcB[3] / 8.49
==> report_power, final <==
part	total, W	internal, W	switching, W
Clock	0	0	0
Sequential	0	0	0
Combinational	0.000263	0.000101	0.000162
Total	0.000263	0.000101	0.000162
==> worst max-delay path: stages <==
cell and delay (ns):
buf_2 0.07, buf_4 0.60, clkinv_1 0.15, buf_4 0.31, ha_1 0.46, inv_1 0.13, o221ai_1 0.19, a31oi_1 0.58
a211oi_2 0.25, o41ai_2 0.41, a31oi_2 0.24, o21ai_0 0.43, a221oi_1 0.15, o211ai_1 0.31, clkdlybuf4s50_1 0.52
Power is estimated from default activity; no workload was simulated.
