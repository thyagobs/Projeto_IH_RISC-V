==> design.v <==
package Pipe_Buf_Reg_PKG;
  typedef struct packed {
    logic [8:0]  Curr_Pc;
    logic [31:0] Curr_Instr;
  } if_id_reg;
  typedef struct packed {
    logic        ALUSrc;
    logic        MemtoReg;
    logic        RegWrite;
    logic        MemRead;
    logic        MemWrite;
    logic [1:0]  ALUOp;
    logic        Branch;
    logic        jals;
    logic        jalRs;
    logic [8:0]  Curr_Pc;
    logic [31:0] RD_One;
    logic [31:0] RD_Two;
    logic [4:0]  RS_One;
    logic [4:0]  RS_Two;
    logic [4:0]  rd;
    logic [31:0] ImmG;
    logic [2:0]  func3;
    logic [6:0]  func7;
    logic [31:0] Curr_Instr;
  } id_ex_reg;
  typedef struct packed {
    logic        RegWrite;
    logic        MemtoReg;
    logic        MemRead;
    logic        MemWrite;
    logic [31:0] Pc_Imm;
    logic [31:0] Pc_Four;
    logic [31:0] Imm_Out;
    logic [31:0] Alu_Result;
    logic [31:0] RD_Two;
    logic [4:0]  rd;
    logic [2:0]  func3;
    logic [6:0]  func7;
    logic [31:0] Curr_Instr;
    logic JalSel;
  } ex_mem_reg;
  typedef struct packed {
    logic        RegWrite;
    logic        MemtoReg;
    logic [31:0] Pc_Imm;
    logic [31:0] Pc_Four;
    logic [31:0] Imm_Out;
    logic [31:0] Alu_Result;
    logic [31:0] MemReadData;
    logic [4:0]  rd;
    logic [31:0] Curr_Instr;
    logic JalSel;
  } mem_wb_reg;
endpackage
`timescale 1ns / 1ps
module BranchUnit #(
    parameter PC_W = 9
) (
    input logic [PC_W-1:0] Cur_PC,
    input logic [31:0] Imm,
    input logic Branch,
    input logic [31:0] AluResult,
    output logic [31:0] PC_Imm,
    output logic [31:0] PC_Four,
    output logic [31:0] BrPC,
    output logic PcSel,
    output logic JalSel,
    input logic jals,
    input logic jalRs
);
  logic Branch_Sel;
  logic [31:0] PC_Full;
  assign PC_Full = {23'b0, Cur_PC};
  assign PC_Imm = jalRs ? AluResult : PC_Full + Imm;
  assign PC_Four = PC_Full + 32'b100;
  assign Branch_Sel = jalRs ? Branch : Branch && AluResult[0];   
  assign JalSel = jals || jalRs;
  assign BrPC = (Branch_Sel) ? PC_Imm : 32'b0;   
  assign PcSel = Branch_Sel;   
endmodule
==> run.sh <==
#!/bin/bash
# OpenROAD 26Q1-2900-gdf79404cd8, Yosys 0.63+post, stock flow scripts
make -C /OpenROAD-flow-scripts/flow DESIGN_CONFIG=/design/flow/config.mk WORK_HOME=/design/flow/orfs finish
==> config.mk <==
export PLATFORM = sky130hd
export DESIGN_NAME = BranchUnit
export DESIGN_NICKNAME = BranchUnit
export VERILOG_FILES = /design/flow/design.v
export SDC_FILE = /design/flow/constraint.sdc
export NUM_CORES = 4
export LEC_CHECK = 1
export CORE_AREA = 10 10 104 104
export DIE_AREA = 0 0 114 114
==> constraint.sdc <==
current_design BranchUnit

set clk_period 9.6
set clk_io_pct 0.2

create_clock -name clk0 -period $clk_period

set non_clock_inputs [all_inputs -no_clocks]
set_input_delay [expr $clk_period * $clk_io_pct] -clock clk0 $non_clock_inputs
set_output_delay [expr $clk_period * $clk_io_pct] -clock clk0 [all_outputs]
==> results.cfg <==
; physical design summary
[synthesis]
top_area_share_pct = 10.6
syn_area_per_cell_um2 = 6.83
synth_seq_share_pct = 0
most_common_cell = buf_4
ys_cells = 267
syn_inst = 267
top_cells_by_count = 24 x buf_4, 23 x a21oi_1, 23 x nor2_1
synth_cell_types = 45
area_leaders = xnor2_1 11%, buf_4 9.9%, a211oi_1 7.4%, ha_1 6.9%, a21oi_1 6.3%
top_area_cell = xnor2_1
ys_warn_count = 0
yosys_area_um2 = 1820
syn_area_um2 = 1820

[min_path]
hold_class = in2out
whs_path_depth = 2

[detailed_routing]
dr_wl_met2_um = 4200
vias = 2241
wl_um = 8070
first_pass_iters = 4
viasPerCell = 4.35
wl_met1_um = 3260
drtAntennaViolNets = 0
post_drt_wl_per_cell_um = 15.7
drtIter0Drc = 111
antenna_cells = 0
drc = 0
highest_layer = met4
wl_met3_um = 572

[power_and_ir_drop]
intPower_w = 0.000100
total_power_w = 0.000158
p_seq_share_pct = 0
leakagePower_nw = 1.26
comb_power_share_pct = 100.0
powerDensity_nw_per_um2 = 47.0
pwr-share-clk_pct = 0
vdd_drop_max_v = 0.0000251
swShare_pct = 36.7
p_switching_w = 0.0000581

[worst_setup_path]
path_buffers = 2
worstPathRequired_ps = 7680
cp.depth = 10
path_class = in2out
end_kind = output pin
arrival_ps = 5220
startpoint_type = primary input
cp_max_fo = 10
critPathMaxStageDelay_ps = 580
critical_path.top_delay_family = AND-OR/OR-AND gates
path_common_cell = clkdlybuf4s50_1
crit_slowest_cell = o22ai_2
cp_cell_sequence = clkdlybuf4s50_1, ha_1, fa_1, a21o_1, a221o_1, o22ai_2, nor3_1, xnor2_1, a211oi_1, clkdlybuf4s50_1

[floorplan]
dieArea_um2 = 13000
die_y_um = 114
core_um2 = 8680
ios = 174
initCoreUtil_pct = 21.0
rows = 34
fp.dieW_um = 114

[timing]
fmax_ghz = 0.140
post-route-period-util_pct = 74.3
final-setup-viol-count = 0
period_minus_slack_ps = 7140
tns_ps = 0
tightest_slew_ps = 651
drv_slew = 0
slew_headroom_pct = 56.6
rsz0062_at_grt = false
hold_viol = 0

[layout]
logic_area_um2 = 1650
nClkBuffers = 0
n_fill_cell = 906
flop_area_um2 = 0
drive_above_1_share_pct = 8.85
seq_cell_count = 0
synthToLayoutAreaGrowth_pct = 84.5

[global_routing]
grt_max_degree = 48
grt_use_total_pct = 11.5
first_global_vias = 2272
grt_overflow_total = 0
antenna_found_initial = 0
grt_pass1_wl_um = 12400

[cts]
cts_resized = 0
hold_buffers = 0
cts_setup_buffers = 0

[placed_design]
place_hpwl_um = 6860
io_buffers = 152
gp_congestion = 0.797

[flow_run]
maxCapViolations = 0
warnings = 32

[status]
outcome = completed
==> final timing paths <==
kind,slack [ps],end,startpoint
worst min-delay path,4690,PC_Four[0],Cur_PC[0]
worst max-delay path,2460,BrPC[20],Cur_PC[0]
==> power by group through the flow <==
stage     registers (W)  logic (W)  clock network [W]
5_1_grt               0   0.000175                  0
6_report              0   0.000158                  0
4_1_cts               0   0.000162                  0
==> layout make-up <==
| class | instances | share of cell area [%] |
|---|---|---|
| inverters | 7 | 0.781 |
| multi-input cells | 243 | 48.9 |
| well taps | 108 | 4.01 |
| repair buffers | 157 | 46.3 |
==> per-stage QoR <==
| stage | cell area (µm²) | util [%] | hold slack (ps) | setup slack [ps] | cells |
|---|---|---|---|---|---|
| 6_report | 3370 | 38.8 | 4690 | 2460 | 515 |
| 5_1_grt | 3370 | 38.8 | 4710 | 2220 | 515 |
| 4_1_cts | 3370 | 38.8 | 4700 | 2430 | 515 |
| 3_5_place_dp | 3370 | 38.8 | 4700 | 2440 | 515 |
| 3_3_place_gp | 3370 | 38.8 | 4690 | 2480 | 515 |
| 2_1_floorplan | 1900 | - | 3850 | 3820 | 288 |
==> metal layers <==
metal / global-route usage, % / vias to the layer above
met5: 0 / -
met4: 0.418 / 0
met3: 2.66 / 2
met2: 21.2 / 72
met1: 13.8 / 978
li1: - / 1189
==> logic make-up (layout without fill, tap and decap cells) <==
group / count (synthesis) / after routing / synth area share (%)
simple gates: 83 / 83 / 23.9
mux: 10 / 10 / 6.17
compound gates: 82 / 82 / 30.3
xor+xnor: 35 / 35 / 16.8
buf+inv: 45 / 164 / 14.6
fa+ha+maj: 11 / 11 / 7.96
other cells: 1 / 22 / 0.206
==> placed cells by master (no fill, tap or decap), drive strengths merged, types with 5 or more instances in the layout <==
cell type	Yosys	layout
and3	6	6
o21ba	8	8
buf	26	5
o21ai	18	18
ha	10	10
a21oi	23	23
clkdlybuf4s50	0	152
inv	7	7
nand2	22	22
xnor2	22	22
conb	1	22
xor2	13	13
a211oi	20	20
nor3	5	5
nor2	23	23
mux2	10	10
nand3	10	10
and2	8	8
No activity file was given, so power comes from the tool's default toggle rates.
